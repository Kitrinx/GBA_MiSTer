$ cat config.mk
export PLATFORM = sky130hd
export DESIGN_NAME = ddram
export DESIGN_NICKNAME = ddram
export VERILOG_FILES = /design/flow/design.v
export SDC_FILE = /design/flow/constraint.sdc
export NUM_CORES = 4
export LEC_CHECK = 1
export CORE_AREA = 10 10 370 370
export DIE_AREA = 0 0 380 380
$ cat constraint.sdc
current_design ddram

set clk_period 22.6
set clk_io_pct 0.2

create_clock -name clk0 -period $clk_period [get_ports {DDRAM_CLK}]

set non_clock_inputs [all_inputs -no_clocks]
set_input_delay [expr $clk_period * $clk_io_pct] -clock clk0 $non_clock_inputs
set_output_delay [expr $clk_period * $clk_io_pct] -clock clk0 [all_outputs]
$ cat design.v
module ddram
(
	input         DDRAM_CLK,
	input         DDRAM_BUSY,
	output  [7:0] DDRAM_BURSTCNT,
	output [28:0] DDRAM_ADDR,
	input  [63:0] DDRAM_DOUT,
	input         DDRAM_DOUT_READY,
	output        DDRAM_RD,
	output [63:0] DDRAM_DIN,
	output  [7:0] DDRAM_BE,
	output        DDRAM_WE,
	input  [27:1] ch1_addr,
	output [63:0] ch1_dout,
	input  [15:0] ch1_din,
	input         ch1_req,
	input         ch1_rnw,
	output        ch1_ready,
	input  [27:1] ch2_addr,
	output [31:0] ch2_dout,
	input  [31:0] ch2_din,
	input         ch2_req,
	input         ch2_rnw,
	output        ch2_ready,
	input  [25:1] ch3_addr,
	output [15:0] ch3_dout,
	input  [15:0] ch3_din,
	input         ch3_req,
	input         ch3_rnw,
	output        ch3_ready,
	input  [27:1] ch4_addr,
	output [63:0] ch4_dout,
	input  [63:0] ch4_din,
	input         ch4_req,
	input         ch4_rnw,
	output        ch4_ready
);
reg  [7:0] ram_burst;
reg [63:0] ram_q[4:1];
reg [63:0] ram_data;
reg [27:1] ram_address;
reg        ram_read = 0;
reg        ram_write = 0;
reg  [7:0] ram_be;
reg  [4:1] ready;
assign DDRAM_BURSTCNT = ram_burst;
assign DDRAM_BE       = ram_read ? 8'hFF : ram_be;
assign DDRAM_ADDR     = {4'b0011, ram_address[27:3]};  
assign DDRAM_RD       = ram_read;
assign DDRAM_DIN      = ram_data;
assign DDRAM_WE       = ram_write;
assign ch1_dout  = ch1_addr[2] ? {ram_q[1][31:0], ram_q[1][63:32]} : ram_q[1];
assign ch2_dout  = ch2_addr[2] ? ram_q[2][63:32] : ram_q[2][31:0];
assign ch3_dout  = {ram_q[3][39:32], ram_q[3][7:0]};
assign ch4_dout  = ram_q[4];
assign ch1_ready = ready[1];
assign ch2_ready = ready[2];
assign ch3_ready = ready[3];
assign ch4_ready = ready[4];
reg [63:0] next_q[2:1];
reg [27:1] cache_addr[2:1];
reg  [1:0] state  = 0;
reg  [2:1] cached = 0;
reg  [2:0] ch = 0; 
reg  [4:1] ch_rq;
always @(posedge DDRAM_CLK) begin
	ch_rq <= ch_rq | {ch4_req, ch3_req, ch2_req, ch1_req};
	ready <= 0;
	if(!DDRAM_BUSY) begin
		ram_write <= 0;
		ram_read  <= 0;
		case(state)
			0: if(ch_rq[1]) begin
					ch_rq[1]         <= 0;
					ch               <= 1;
					ram_data         <= {4{ch1_din}};
					ram_be           <= 8'h03 << {ch1_addr[2:1],1'b0};
					if(~ch1_rnw) begin
						ram_address   <= ch1_addr;
						ram_write     <= 1;
						ram_burst     <= 1;
						cached[1]     <= 0;
						ready[1]      <= 1;
					end
					else if(cached[1] && cache_addr[1][27:3] == ch1_addr[27:3]) begin
						ready[1]      <= 1;
					end
					else if(cached[1] && (cache_addr[1][27:3]+1'd1) == ch1_addr[27:3]) begin
						ram_q[1]      <= next_q[1];
						cache_addr[1] <= ch1_addr;
						ram_address   <= ch1_addr + 8'd4;
						ram_read      <= 1;
						ram_burst     <= 1;
						cached[1]     <= 1;
						ready[1]      <= 1;
						state         <= 2;
					end
					else begin
						ram_address   <= ch1_addr;
						cache_addr[1] <= ch1_addr;
						ram_read      <= 1;
						ram_burst     <= 2;
						cached[1]     <= 1;
						state         <= 1;
					end
				end
			   else if(ch_rq[2]) begin
					ch_rq[2]         <= 0;
					ch               <= 2;
					ram_data         <= {2{ch2_din}};
					ram_be           <= ch2_addr[2] ? 8'hF0 : 8'h0F;
					if(~ch2_rnw) begin
						ram_address   <= ch2_addr;
						ram_write     <= 1;
						ram_burst     <= 1;
						cached[2]     <= 0;
						ready[2]      <= 1;
					end
					else if(cached[2] && cache_addr[2][27:3] == ch2_addr[27:3]) begin
						ready[2]      <= 1;
					end
					else if(cached[2] && (cache_addr[2][27:3]+1'd1) == ch2_addr[27:3]) begin
						ram_q[2]      <= next_q[2];
						cache_addr[2] <= ch2_addr;
						ram_address   <= ch2_addr + 8'd4;
						ram_read      <= 1;
						ram_burst     <= 1;
						cached[2]     <= 1;
						ready[2]      <= 1;
						state         <= 2;
					end
					else begin
						ram_address   <= ch2_addr;
						cache_addr[2] <= ch2_addr;
						ram_read      <= 1;
						ram_burst     <= 2;
						cached[2]     <= 1;
						state         <= 1;
					end
				end
			   else if(ch_rq[3]) begin
					ch_rq[3]         <= 0;
					ch               <= 3;
					ram_address      <= {ch3_addr, 2'b00};
					ram_data         <= {24'd0, ch3_din[15:8], 24'd0, ch3_din[7:0]};
					ram_be           <= 8'hFF;
					ram_burst        <= 1;
					if(~ch3_rnw) begin
						ram_write     <= 1;
						cached[2]     <= 0;
						ready[3]      <= 1;
					end
					else begin
						ram_read      <= 1;
						state         <= 1;
					end
				end
			   else if(ch_rq[4]) begin
					ch_rq[4]         <= 0;
					ch               <= 4;
					ram_data         <= ch4_din;
					ram_be           <= 8'hFF;
					ram_address      <= ch4_addr;
					ram_burst        <= 1;
					if(~ch4_rnw) begin
						ram_write     <= 1;
						ready[4]      <= 1;
					end
					else begin
						ram_read      <= 1;
						state         <= 1;
					end
				end
			1: if(DDRAM_DOUT_READY) begin
					ram_q[ch]        <= DDRAM_DOUT;
					ready[ch]        <= 1;
					state            <= {ram_burst[1], 1'b0};
				end
			2: if(DDRAM_DOUT_READY) begin
					next_q[ch]       <= DDRAM_DOUT;
					state            <= 0;
				end
		endcase
	end
end
endmodule
$ cat run.sh
#!/bin/bash
# OpenROAD 26Q1-2900-gdf79404cd8, Yosys 0.63+post, stock flow scripts
make -C /OpenROAD-flow-scripts/flow DESIGN_CONFIG=/design/flow/config.mk WORK_HOME=/design/flow/orfs finish
==> qor.csv <==
metric,value,unit
critPathKind,input port to output pin,
ys_cells,1792,
flop_cell,edfxtp_1,
edf_count,490,
drcViolationCount,0,
synth.avg_cell_area,13.0,sq um
pwr-share-seq,0.461,
lay_top_cells,"584 x clkdlybuf4s50_1, 490 x edfxtp_1, 165 x a21oi_1, 135 x nor2_1, 120 x nand2_1",
cts_tree,built,
setup_viol,0,
first_iter_violations,1015,
fmaxAchievable,92.4,MHz
htreeDepth,2,
vias,17400,
fp_util,0.180,
grt_pass1_wl,130,mm
hpwl,69.2,mm
clock_power_share,0.414,
switching_share,0.247,
ant_nets,0,
startpoint,ch1_addr[2],
path_delay_family,buffers and inverters,
wl,91.1,mm
core.rowCount,132,
end_kind,output pin,
p_total,2.33,mW
clkTransAtPathRegs,60,ps
slowest_delay,510,ps
cp_num_buf_inv,3,
worstPathArrival,6300,ps
ys_area,23300,sq um
fin_util,0.257,
async_flop_share,0,
cts_max_path_buffers,3,
power_density,70.3,nW/um^2
fin_skew,74.9,ps
die-width,380,um
synth_cells,1792,
tightest_slew,909,ps
cts_num_sinks,498,
worst_ir_drop_vdd,0.0651,mV
cpMostUsedCell,buf_4,
die_area,144000,sq um
rsz0062_at_grt,false,
crit_fanout,40,
drv_slew,0,
clock-root-buffer,clkbuf_16,
openroad.warnings,34,
worstPathCellList,buf_4 > buf_4 > mux2_2 > clkdlybuf4s50_1,
yosysUniqueCellTypes,75,
synth_top_area_share,0.632,
clock_latency,680,ps
numSynthFlops,498,
first_pass_iters,7,
antenna_found_initial,32,
area_delta_synth_final,42.6,%
cts_buffers,58,
cts_hold_buf,0,
slowest_stage,buf_4,
grt_overflow,0,
cap_violations,0,
hp-start,ch_rq[4]$_DFF_P_,
hold_viol_final,0,
reg2reg_from,cache_addr[2][3]$_DFFE_PP_,
yosysWarnings,2,
fp.coreArea,129000,sq um
lay_top_count,clkdlybuf4s50_1,
wire_per_inst,21.8,um
top_area_cell,edfxtp_1,
min_period,10820,ps
vias_per_cell,4.16,
ys_seq_frac,0.639,
io_pins,600,
cts.repair.resized,0,
hp-class,register to register,
gp_congestion,0.944,
setup_tns,0,ps
power.internal,1.76,mW
status,"complete, no violations",
die_h,380,um
top_cells_by_area,"edfxtp_1 63%, mux2_2 4.9%, mux2i_1 3.6%",
p_switching,0.577,mW
first_global_vias,17800,
drive_above_1_share,0.110,
slew_headroom,0.391,
power_frac_comb,0.125,
grtUsageTotal,0.125,
period_used_share,0.479,
worst_setup_path_start_kind,input port,
p_leak,10.6,nW
post_cts_buffers,0,
cp.required,18080,ps
regToRegSetupSlack,17040,ps
synth_area,23300,sq um
numPortBuffers,586,
grt_max_degree,53,
whs,555,ps
## power by group through the flow
stage                 Clock (mW)  Sequential [mW]  Combinational [mW]
after CTS                  0.997             1.08               0.295
final                      0.967             1.08               0.292
after global routing        1.03             1.08               0.317
## area by class of cell
type                       count  area, sq um
tap                         1742         2180
clock inverter                37          453
inverter                      24         90.1
antenna                        8         20.0
multi-input combinational   1173         7940
sequential                   498        14900
timing repair buffer         619         6110
fill                       13400        96000
clock buffer                  73         1520
## registers in the layout, summed over array words and instances (netlist names)
register,flops
ram_q,208
cache_addr,50
state,2
next_q,128
ram_be,4
cached,2
ch,3
ram_read,1
ch_rq,4
ram_data,64
ram_write,1
ready,4
ram_address,25
ram_burst,2
## layer usage
metal | track usage | up-vias | routed length (um)
li1 | - | 8019 | -
met1 | 0.159 | 8339 | 36000
met2 | 0.190 | 824 | 41100
met3 | 0.0687 | 160 | 11500
met4 | 0.0267 | 42 | 2250
met5 | 0 | - | 293
## Yosys cell counts, types with 29 or more instances
master	n
mux2i_1	84
nand3_1	51
edfxtp_1	490
clkbuf_1	63
nor2_1	138
nand2_1	120
a21oi_1	165
and3_1	29
xor2_1	49
nor2b_1	34
mux2_2	102
xnor2_1	49
nand4_1	33
o21ai_0	43
## per-stage QoR
step	setup WS [ps]	cells	cell area (sq um)
floorplan	12260	1800	23300
detailed placement	11710	4056	31200
finish	11780	4174	33200
global route	11660	4170	33200
CTS	11710	4166	33200
global placement	11720	4056	31200
## cell families after synthesis
group                      synth area share
buffers and inverters                0.0240
muxes                                0.0855
DFF                                   0.639
AOI/OAI and AO/OA                    0.0849
and+or+nand+nor                       0.121
adders and majority gates           0.00806
other                              0.000323
xor gates and xnor gates             0.0369
## path summary, 6_finish.rpt
check,endpoint,cells past startpoint
min,ch_rq[4]$_DFF_P_,1
max reg2reg,ram_q[2][34]$_DFFE_PP_,12
min reg2reg,ch_rq[4]$_DFF_P_,1
max,ch1_dout[55],4
No activity file was given, so power comes from the tool's default toggle rates.
